===== ./run.sh =====
#!/bin/bash
# OpenROAD 26Q1-2900-gdf79404cd8, Yosys 0.63+post, stock flow scripts
make -C /OpenROAD-flow-scripts/flow DESIGN_CONFIG=/design/flow/config.mk WORK_HOME=/design/flow/orfs finish

===== ./design.v =====
module gcd2 (
    input logic clk,
    input logic resetb,
    input logic ld,
    input logic [7:0] u,
    input logic [7:0] v,
    output logic [7:0] res,
    output logic done
);
  logic [7:0] u_reg;
  logic [7:0] v_reg;
  logic [7:0] next_u;
  logic [7:0] next_v;
  logic [7:0] n;
  logic en_count;   
  always_ff @(posedge clk or negedge resetb) begin
    if (~resetb) n <= 8'b0;
    else if (ld) n <= 8'b0;
    else if (en_count) n <= n + 8'b1;
  end
  always_ff @(posedge clk or negedge resetb) begin
    if (~resetb) begin
      u_reg <= 8'b0;
      v_reg <= 8'b0;
    end else if (ld) begin
      u_reg <= u;
      v_reg <= v;
    end 
    else if(~done) begin
      u_reg <= next_u;
      v_reg <= next_v;
    end
  end
  assign en_count = (~u_reg[0]) &(~v_reg[0]); 
  always_comb begin
    case ({u_reg[0] ,v_reg[0]})
      2'b00: begin  
       next_u = u_reg >> 1'b1;
        next_v = v_reg >> 1'b1;
      end
      2'b01: begin  
        next_u = u_reg >> 1'b1;
        next_v = v_reg;
      end
      2'b10: begin
        next_v = v_reg >> 1'b1;
          next_u = u_reg;
      end
      2'b11: begin   
        if (u_reg > v_reg) begin
          next_u = u_reg - v_reg;
          next_v = v_reg;
        end else begin
          next_v = v_reg - u_reg;
          next_u = u_reg;
        end
      end
      default: begin   
        next_u = u_reg;
        next_v = v_reg;
      end
    endcase
  end
  assign done = (u_reg == v_reg) ? 1'b1 : 1'b0;
  assign res  = done ? u_reg << n : 8'b0;
endmodule

===== ./config.mk =====
export PLATFORM = sky130hd
export DESIGN_NAME = gcd2
export DESIGN_NICKNAME = gcd2
export VERILOG_FILES = /design/flow/design.v
export SDC_FILE = /design/flow/constraint.sdc
export NUM_CORES = 4
export LEC_CHECK = 1
export CORE_UTILIZATION = 30

===== ./constraint.sdc =====
current_design gcd2

set clk_period 3.7
set clk_io_pct 0.2

create_clock -name clk0 -period $clk_period [get_ports {clk}]

set non_clock_inputs [all_inputs -no_clocks]
set_input_delay [expr $clk_period * $clk_io_pct] -clock clk0 $non_clock_inputs
set_output_delay [expr $clk_period * $clk_io_pct] -clock clk0 [all_outputs]

==> results.txt <==
Notes from the flow run.

Outcome:
- The flow ran to the end, and the final reports show no timing, DRC or antenna violations.

Timing:
- The run gives the largest clock skew in the final design as 6.888 ps.
- The run gives the post-route setup TNS as 0 ps.
- The run gives the setup-violating endpoint count in the final report as 0.
- Setup repair after global routing left no endpoint under its margin.
- The run gives the share of the cycle needed by the critical path after routing as 94.74%.
- Per the final timing report, the hold violations number 0.
- Looking at the max-slew report, the worst-margin pin has a slew of 588.1 ps.
- The highest clock rate this design can be run at is 285.3 MHz.
- The final timing report gives a worst setup slack of 194.7 ps.
- The final max-slew violation count recorded for this run is 0.
- Across all hold checks on the routed design, the worst slack comes to 567.9 ps.
- The run gives the post-route minimum period as 3505 ps.
- The worst-case max-slew headroom was logged as 60.72%.

Cells and area:
- The run puts the final cell utilization of the core at roughly 40%.
- Leaving out filler cells and counting taps, the final layout contains 405.
- The run gives the share of final-layout standard cells stronger than drive strength 1 as 13.73%.
- From synthesis to final layout, the design area changed by 24.68%.
- The run gives the cell area after layout as roughly 2900 µm².

Floorplan:
- The run puts the area of the die at around 8100 µm².
- The run puts the area of the placeable core at 7370 µm².
- The run gives the number of rows created at floorplan as 31.
- The run gives the effective utilization at floorplan as 31.44%.
- The run gives the die boundary height as ~90 µm.
- In this run the horizontal extent of the chip is 89.89 µm.
- Pin placement for this block handled 28 I/O pins.

Critical path:
- According to the timing report, the critical path is launched from u_reg[0].
- Grouping stages by cell kind, the critical path spends the most delay in simple AND/OR/NAND/NOR gates.
- Across all register-to-register paths, the minimum setup slack is 1340 ps.
- The run gives the sort of element at the start of the critical path as a register.
- The OpenROAD report gives the critical path a required time of 2960 ps.
- The run gives the critical path endpoint category as an output port.
- The run puts the combined buffer and inverter count along the critical path at 3.
- The run gives the capturing instance or port of the critical path as res[1].
- Per the STA report, the cell with the highest stage delay on the worst path is clkdlybuf4s50_1.
- The run gives the class of the most critical setup path as register to output port.
- The run puts the critical path's largest stage delay at 460 ps.
- The run gives the endpoint of the worst-slack reg-to-reg timing path as v_reg[7].
- The run puts the critical path depth in cells at 9.
- The launch point of the worst register-to-register path is recorded as u_reg[3].
- The worst register-to-register path has a depth of 8.
- The signal on the critical path passes through inv_2 -> ha_1 -> nand4b_1 -> or3_4 -> clkinv_4 -> nand3b_2 -> or3_1 -> nor2_1 -> clkdlybuf4s50_1.
- The run gives the critical-path maximum fanout as 5.
- The run gives the arrival time of the worst setup path as 2770 ps.

Job:
- OpenROAD emitted warnings numbering 35.
- The run puts the max-capacitance violation count at 0.

Yosys:
- The run gives the predominant post-synthesis flop cell as dfrtp_1.
- The run gives the number of cell instances after yosys synthesis as around 280.
- The run gives the fraction of registers with async set/reset as 100.0%.
- The run gives the combined area of all synthesized cells as 2317 µm².
- The area recorded from the Yosys report for this design is 2317 µm².
- The run puts the proportion of synthesized chip area in sequential cells at 25.92%.
- The run puts the number of register bits inferred by synthesis at 24.
- The run puts the distinct cell type count of the synthesized netlist at roughly 57.
- The run puts the average footprint of a synthesized cell at 8.335 µm².
- The cell count after synthesis came out at 278.
- The post-synth count of flops with an enable pin is 0.
- The run gives the number of warnings printed during yosys synthesis as 1.

Power and ir drop:
- The run gives the largest voltage drop on the vdd net as 0.3236 mV.
- The script extracted a total leakage power of 1.200 nW.
- Total power for the finished layout comes to 2.588 mW.
- In this run switching power makes up 46.35% of total power.
- The run gives the share of power burned in registers as about a fifth.
- Cell internal power was estimated by the tool at between 1 and 1.5 mW.
- Looking at the power breakdown, combinational cells take 71.5% of the total.
- The script extracted a net switching power of 1.200 mW.
- The run puts the clock network fraction of total power at 9.2%.
- The run gives the total power per unit cell area as 895.9 nW/µm².

Clock tree:
- The clock net in this run drives a total of 24 sinks.
- Per the CTS log, the buffer count on the longest clock path is 2.
- The run puts the clock latency on the worst-skew pair at 270 ps.
- The cell sitting at the root of the clock tree is a clkbuf_8.
- The run gives the maximum level of the CTS H-tree as 1.
- The run puts the number of buffers created by CTS at 3.
- The run gives the CTS tree as done.
- The run puts the clock transition at the registers of the reported paths at 100 ps.

Global routing:
- The run gives the initial antenna violation count as 0.
- The run puts the via count of the first global-routing pass at 1910.
- The run puts the global-route usage over all layers at 13.78%.
- The run puts the residual overflow from global routing at 0.
- The first global-routing pass estimated 9.128 mm of wire.
- The run gives the maximum number of pins on one net before global-route repair as 35.

Placed design:
- The run puts the area of placed instances at 2684 µm².
- Counting tap cells, the placed design contains a total of between 300 and 400 instances.
- The run puts the count of buffers inserted at the top-level ports at 27.
- The run gives the final HPWL from detailed placement as 4.179 mm.
- The pre-CTS setup check shows a worst slack of around 320 ps.
- The run puts the final weighted congestion in routability-driven placement at 0.9048.

Routing:
- The run puts the via count of the routed design at 2036.
- The run puts the post-detailed-route count of antenna-violating nets at 0.
- Per the detail_route report, DRC violations left total 0.
- The run puts the violation count after the first detailed-routing iteration at 119.
- After detailed routing, the average wire length per cell comes to 13.71 µm.
- The run gives the number of vias per cell after detailed routing as 5.027.
- The run puts the total length of routed wires at 5.551 mm.
- The run puts the antenna cell count at 0.
- In the log, the iteration count for the first detailed-route pass is 4.

Min path:
- The run gives the path type of the worst min-delay path as register to register.
per-layer routing:
metal	GRT usage [%]	share of wire, %	vias up
li1	-	-	1056
met1	20.48	51	947
met5	0	0	-
met3	1.804	3.1	2
met2	23.01	46	31
met4	0.4032	0.34	0
worst min path at each step:
stage | startpoint | to | slack [ps] | depth (start not counted)
CTS | v_reg[5] | v_reg[5] | 530 | 2
finish | v_reg[5] | v_reg[5] | 570 | 2
global route | n[7] | n[7] | 620 | 2
cells by family after synthesis:
logic type / Yosys count / synth area share (%)
and+or+nand+nor: 96 / 21.27
DFF: 24 / 25.92
AOI/OAI and AO/OA: 75 / 23.27
buffers and inverters: 33 / 5.777
xor gates and xnor gates: 7 / 2.646
muxes: 24 / 10.85
adders and majority gates: 19 / 10.26
layout make-up:
type                            instances  area [µm²]
Fill cell                             748        4481
Multi-Input combinational cell        221        1660
Sequential cell                        24       604.3
Timing Repair Buffer                   38       352.8
Tap cell                               99       123.9
Inverter                               19       76.32
Clock buffer                            3       41.29
Clock inverter                          1       30.03
synth_stat cells, drive strengths merged, types with 2 or more instances:
master   count  area share [%]
nor2        34             5.9
dfrtp       24              26
nand2       23             3.8
mux2i       21             9.1
ha          19              10
inv         18             2.9
o21ai       18             4.4
a21oi       14             3.2
clkbuf      10             1.7
a211oi       9             3.1
or3          7             2.1
o22ai        6             1.6
nor2b        5             1.3
a221oi       4             1.5
buf          4            0.81
nand2b       4             1.1
o21a         4             1.3
o31a         4             1.5
xor2         4             1.5
and2         3            0.81
mux2         3             1.8
nand3b       3             1.1
nand4        3            0.81
nor3         3            0.65
nor4         3             1.1
o31ai        3             1.2
xnor2        3             1.1
a21o         2            0.65
a2bb2oi      2            0.76
nand3        2            0.43
nor3b        2            0.65
o211ai       2            0.65
o221ai       2            0.76
tightest hold or removal path: stages, from the launching register on:
cell,delay (ps)
dfrtp_1,410
nand2_1,60
o31ai_1,60
power by group through the flow:
stage     Combinational, mW  Sequential, mW  Clock (mW)
4_1_cts                1.66           0.489       0.244
5_1_grt                2.04           0.519       0.252
6_report               1.85           0.500       0.238
what timing repair did:
action	4_1_cts	5_1_grt
hold buffers	0	0
hold endpoints to repair	0	0
buffers inserted	0	7
gates resized	0	15
setup endpoints to repair	0	2
cells in the final DEF (no fill, tap or decap), types with 3 or more instances in the layout:
master,count
buf_4,11
clkdlybuf4s50_1,27
ha_1,12
nand2b_1,4
dfrtp_1,21
mux2i_1,21
nor2_1,32
o21a_1,4
o22ai_1,6
a21oi_1,13
clkbuf_8,3
ha_4,6
a221oi_1,4
dfrtp_2,3
o31a_1,4
xor2_1,4
nand4_1,3
or3_1,6
inv_1,17
a211oi_1,8
o21ai_1,3
nor3_1,3
xnor2_1,3
and2_1,3
nand2_1,22
o21ai_0,14
nor2b_1,5
No activity file was given, so power comes from the tool's default toggle rates.
