$ cat design/flow/run.sh
#!/bin/bash
# OpenROAD 26Q1-2900-gdf79404cd8, Yosys 0.63+post, stock flow scripts
make -C /OpenROAD-flow-scripts/flow DESIGN_CONFIG=/design/flow/config.mk WORK_HOME=/design/flow/orfs finish
$ cat design/flow/config.mk
export PLATFORM = sky130hd
export DESIGN_NAME = gcd
export DESIGN_NICKNAME = gcd
export VERILOG_FILES = /design/flow/design.v
export SDC_FILE = /design/flow/constraint.sdc
export NUM_CORES = 4
export LEC_CHECK = 1
export CORE_UTILIZATION = 50
$ cat design/flow/constraint.sdc
current_design gcd

set clk_period 4.3
set clk_io_pct 0.2

create_clock -name clk0 -period $clk_period [get_ports {clk}]

set non_clock_inputs [all_inputs -no_clocks]
set_input_delay [expr $clk_period * $clk_io_pct] -clock clk0 $non_clock_inputs
set_output_delay [expr $clk_period * $clk_io_pct] -clock clk0 [all_outputs]
$ cat design/flow/design.v
module gcd (
    input logic clk,
    input logic resetb,
    input logic ld,
    input logic [7:0] u,
    input logic [7:0] v,
    output logic [7:0] res,
    output logic done
);
  logic [7:0] u_reg;
  logic [7:0] v_reg;
  logic [7:0] next_u;
  logic [7:0] next_v;
  logic [7:0] n;
  logic [1:0] op;
  logic en_count;   
  always_ff @(posedge clk or negedge resetb) begin
    if (~resetb) n <= 8'b0;
    else if (ld) n <= 8'b0;
    else if (en_count) n <= n + 8'b1;
  end
  always_ff @(posedge clk or negedge resetb) begin
    if (~resetb) begin
      u_reg <= 8'b0;
      v_reg <= 8'b0;
    end else if (ld) begin
      u_reg <= u;
      v_reg <= v;
    end else begin
      u_reg <= next_u;
      v_reg <= next_v;
    end
  end
  assign op[0] = ~done & ~(u_reg[0] & v_reg[0]);
  assign op[1] = ~done & (u_reg[0] | v_reg[0]);
  assign en_count = (op == 2'b01) ? 1'b1 : 1'b0;
  always_comb begin
    case (op)
      2'b00: begin   
        next_u = u_reg;
        next_v = v_reg;
      end
      2'b01: begin   
        next_u = u_reg >> 1'b1;
        next_v = v_reg >> 1'b1;
      end
      2'b10: begin   
        if (u_reg > v_reg) begin
          next_u = u_reg - v_reg;
          next_v = v_reg;
        end else begin
          next_v = v_reg - u_reg;
          next_u = u_reg;
        end
      end
      2'b11: begin   
        if (u_reg[0]) begin   
          next_v = v_reg >> 1'b1;
          next_u = u_reg;
        end else begin   
          next_u = u_reg >> 1'b1;
          next_v = v_reg;
        end
      end
      default: begin   
        next_u = u_reg;
        next_v = v_reg;
      end
    endcase
  end
  assign done = (u_reg == v_reg) ? 1'b1 : 1'b0;
  assign res  = done ? u_reg << n : 8'b0;
endmodule
==> notes.md <==
The synthesis and place-and-route flow finished, so here is a summary.

The met3 demand-to-capacity share in global routing is 2.482%. Between clock sinks in the finished design, the worst skew comes to 0.002768 ns. After legalization and detailed placement, the total HPWL measured 4036 um. After routing, the total negative slack on setup checks comes to 0 ns. In this run the power density over the cells is 785.0 nW/um2. Clock latency on the worst-skew pair, taken at its later pin, is ~0.27 ns. The ratio of cells with drive above 1 in the final layout is under 10%. The number of standard cells after synthesis is between 200 and 300.

The routed wire length came out at approximately 5200 um. Sequential elements use between 20% and 30% of the synthesized area. The share of Yosys cell area claimed by the top area cell type is 25.70%. The antenna diode count came out at 0. The category of the critical setup timing path is register to primary output.

The number of buffers inserted by hold repair at cts is 0. The post-layout utilization of the core came out at 60.35%. The worst setup path is captured at a primary output.

Sorting the Yosys area breakdown by cell type puts at the top dfrtp_1. The CTS buffer count came out at 3. The layout overhead on the synthesized area is 13.97%. The initial utilization of the core area, before any placement, comes to 52.95%.

The routed length per placed instance came out at 14.89 um. In the final report, the number of hold violations comes to 0. The worst hold path stage count came out at 2. The global-route congestion overflow total is 0. The final timing report derives a shortest allowable period of around 4.1 ns. The maximum number of buffers from clock root to sink came out at 2.

The clock tree root driver cell is clkbuf_8. The routing layer with the top usage in global route is met1. The report lists the cells along the critical path as inv_1, ha_1, nand4b_1, or2_1, or3_4, or3_4, nor2_2, clkdlybuf4s50_1. The worst max-slew margin expressed relative to the limit came out at 65.57%. The number of standard-cell rows in the floorplan came out at 24. The cell family with the largest share of critical-path delay is simple AND/OR/NAND/NOR gates.

The routed layout has 2031 vias. The clock transition at the register clock pins on the worst setup and hold paths after CTS came out at about 0.090 ns. The run finished with clean final reports. Per the final report, max-transition violations number 0. The max-capacitance violation count is 0.

The per-instance average area after synthesis came out at 8.230 um2. The first global-routing pass estimated around 9400 um of wire. The async set-reset flop share out of synthesis came out at roughly 100%.

The count of instantiated cells in the yosys netlist is 284. Per the timing report, the biggest fanout along the worst path comes to 10. The number of warning messages in the yosys log is 1. The buffer-and-inverter tally for the worst setup path came out at 2.

The number of resized instances in the post-cts repair step came out at 0. The netlist area before placement is 2337 um2. The pin slew with the least headroom to its limit is 0.5111 ns. The number of enable flip-flop cells is 0.

The iteration tally of the first detailed-router pass is 4. The critical path data arrival time came out at 3.20 ns. Counting distinct cell types in the post-synthesis netlist gives between 50 and 60.

The count of pins on the block boundary is 28. Across the VDD grid, the largest voltage drop is 0.5127 mV. All stages included, the depth of the critical timing path comes to 8. The data required time reported for the critical path is 3.44 ns. The total routing resource utilization after global routing came out at 23.94%.

The area of the chip came out at 4952 um2. The startpoint type of the worst setup path is a register. The number of global-route vias before repair came out at 1931.

After detailed routing, the number of vias per cell comes to 5.770. The slowest stage of the critical path belongs to the cell dfrtp_1. Entering global routing, the biggest net connects 25 pins. The number of nets with antenna violations after routing is 0.

Per the OpenROAD floorplan log, the area of the core is 4414 um2. The met1 track demand over resource is 40.39%. The number of fill cells in the layout came out at 397. Per the log, the first TritonRoute iteration ended with a DRC count of 102. The depth of the worst register-to-register path is 9. The stage-log warning count came out at 35.

The initial antenna violation count is 0. The final number of setup-violating endpoints is 0. The most numerous cell type found on the critical path is or3_4. The DRC violation count after routing is 0.

The highest achievable clock rate is roughly 250 MHz. The clock drives 24 sinks. TritonCTS built the clock tree. The peak per-stage delay on the critical path came out at 0.51 ns. The commonest register cell is dfrtp_1. The number of H-tree levels came out at 1. The width of the die is roughly 70 um.

Global routing used a little over a third of the available met2 tracks. Per the OpenROAD power report, leakage power amounts to roughly 1.1 nW. The tightest min-delay check is of the register to register type. By area the synthesized netlist is led by dfrtp_1 (26%), ha_1 (9.6%), nand2_1 (4.7%).

The post-synth area from yosys stat came out at 2337 um2. The post-CTS repair timing setup buffer count is 0. The placement summary gives the final routability congestion estimate as 0.9450. The count of input and output buffers is 27. Setup repair after global routing left no endpoint under its margin. The part of the cycle the worst path needs came out at 94.36%. The die outline height came out at 70.37 um. The flip-flop and latch count after synthesis is 24.
[path summary, 6_finish.rpt]
kind	from	endpoint	slack, ns
hold reg to reg	n[7]	n[7]	0.55
setup / recovery	u_reg[0]	res[1]	0.24
max in group asynchronous	resetb	v_reg[2]	3.11
min in group asynchronous	resetb	n[1]	0.95
setup reg to reg	u_reg[0]	u_reg[1]	1.54
hold / removal	n[7]	n[7]	0.55
[cells in the final DEF, fill, tap and decap left out, drive strengths merged, types with 3 or more instances in the layout]
| master | count |
|---|---|
| o21ai | 18 |
| nand4 | 3 |
| mux2i | 6 |
| a221oi | 6 |
| nand3 | 3 |
| a21oi | 23 |
| clkdlybuf4s50 | 27 |
| nand2b | 3 |
| a21o | 5 |
| buf | 5 |
| clkbuf | 3 |
| nor2b | 9 |
| dfrtp | 24 |
| nor3 | 4 |
| xnor2 | 7 |
| nor2 | 20 |
| or3 | 4 |
| inv | 21 |
| ha | 18 |
| a211oi | 7 |
| o31ai | 6 |
| nand2 | 29 |
| a31oi | 5 |
| xor2 | 9 |
[worst register-to-register path, stage by stage (launching register included)]
cell     delay (ns)
dfrtp_1        0.49
inv_1          0.16
ha_1           0.19
inv_1          0.05
fa_1           0.43
nand3_1        0.12
a21oi_1        0.09
or4b_4         0.53
a31oi_4        0.43
o31ai_1        0.15
[through the flow]
step	hold WS, ns	total power [mW]	cell area, um2	std cells	setup slack [ns]
5_1_grt	0.5765	2.321	2664	352	0.04402
2_1_floorplan	0.4927	1.636	2337	284	1.270
3_3_place_gp	0.5243	1.884	2592	348	0.6066
3_5_place_dp	0.5338	1.882	2592	348	0.5752
6_report	0.5523	2.091	2664	352	0.2426
4_1_cts	0.5601	2.098	2664	352	0.2551
[report_power, final]
part	switching, mW	leakage, nW	total (mW)	internal [mW]
clock network	0.0793	0.0357	0.204	0.125
registers	0.138	0.303	0.447	0.310
logic	0.813	0.793	1.44	0.627
[Yosys cell counts (3+ instances only)]
master,instances
a211oi_1,7
a21o_1,5
a21oi_1,19
a21oi_2,4
a221oi_1,6
a31oi_1,4
buf_4,3
buf_6,4
clkbuf_1,12
dfrtp_1,24
ha_1,18
inv_1,21
mux2i_1,6
nand2_1,29
nand2b_1,3
nand3_1,3
nand4_1,3
nor2_1,18
nor2b_1,9
nor3_1,4
o21ai_0,16
o31ai_1,6
xnor2_1,7
xor2_1,9
[routing by layer]
metal | wire (um) | share of wire, %
met5 | 0 | 0
met4 | 24 | 0.46
met3 | 204 | 3.9
met2 | 2344 | 45
met1 | 2667 | 51
[area by class of cell]
class / instances / area [um2] / share of cell area, %
inverters: 21 / 78.83 / 2.959
clock inverters: 1 / 30.03 / 1.127
multi-input cells: 219 / 1540 / 57.82
repair buffers: 32 / 307.8 / 11.55
well taps: 52 / 65.06 / 2.442
flip-flops and latches: 24 / 600.6 / 22.55
clock buffers: 3 / 41.29 / 1.550
[cells by family (layout without fill, tap and decap cells)]
family	after synthesis	in the layout	synth area share, %
adders and majority gates	20	20	11.35
muxes	8	8	3.533
xor gates and xnor gates	16	16	5.996
AOI/OAI and AO/OA	86	86	25.11
buffers and inverters	41	57	8.404
and+or+nand+nor	89	89	19.91
DFF	24	24	25.70
Power figures rest on the tool's default switching activity, not on a simulated workload.
