### design/flow/config.mk
export PLATFORM = sky130hd
export DESIGN_NAME = sin_gen
export DESIGN_NICKNAME = sin_gen
export VERILOG_FILES = /design/flow/design.v
export SDC_FILE = /design/flow/constraint.sdc
export NUM_CORES = 4
export LEC_CHECK = 1
export CORE_UTILIZATION = 50
### design/flow/constraint.sdc
current_design sin_gen

set clk_period 7.0
set clk_io_pct 0.2

create_clock -name clk0 -period $clk_period [get_ports {clk}]

set non_clock_inputs [all_inputs -no_clocks]
set_input_delay [expr $clk_period * $clk_io_pct] -clock clk0 $non_clock_inputs
set_output_delay [expr $clk_period * $clk_io_pct] -clock clk0 [all_outputs]
### design/flow/run.sh
#!/bin/bash
# OpenROAD 26Q1-2900-gdf79404cd8, Yosys 0.63+post, stock flow scripts
make -C /OpenROAD-flow-scripts/flow DESIGN_CONFIG=/design/flow/config.mk WORK_HOME=/design/flow/orfs finish
### design/flow/design.v
module sin_gen (
    input logic clk,
    input logic resetb,
    input logic en,
    input logic [7:0] period_sel,
    output logic [8:0] sin_out
);
  logic keep_counting;
  logic sign;
  logic count_down;   
  logic en_adrr_count;   
  logic cycle_done;
  logic [7:0] address;
  logic [7:0] dout;
  logic [7:0] curr_period;
  logic [7:0] period_count;
  logic count_up_end;
  logic count_down_end;
  typedef enum logic [2:0] {
    IDLE = 3'b0,
    Q1   = 3'b001,
    Q2   = 3'b010,
    Q3   = 3'b011,
    Q4   = 3'b100
  } quadrant_type;
  quadrant_type quadrant_cs;
  quadrant_type quadrant_ns;
  always_ff @(posedge clk or negedge resetb) begin
    if (~resetb) quadrant_cs <= IDLE;
    else quadrant_cs <= quadrant_ns;
  end
  assign en_adrr_count  = curr_period == period_count;
  assign count_up_end   = (address == 8'hff) & en_adrr_count;
  assign count_down_end = (address == 8'b0) & en_adrr_count;
  always_comb begin
    case (quadrant_cs)
      IDLE: quadrant_ns = en ? Q1 : IDLE;
      Q1: quadrant_ns = count_up_end ? Q2 : Q1;
      Q2: quadrant_ns = count_down_end ? Q3 : Q2;
      Q3: quadrant_ns = count_up_end ? Q4 : Q3;
      Q4: begin
        if (count_down_end) quadrant_ns = en ? Q1 : IDLE;
        else quadrant_ns = Q4;
      end
      default: quadrant_ns = IDLE;
    endcase
  end
  assign sign = (quadrant_cs == Q3) | (quadrant_cs == Q4);   
  assign count_down = (quadrant_cs == Q2) | (quadrant_cs == Q4);
  assign cycle_done = (quadrant_cs == Q4) & count_down_end;
  always_ff @(posedge clk or negedge resetb) begin
    if (~resetb) curr_period <= 8'b0;
    else if (cycle_done | quadrant_cs == IDLE) curr_period <= period_sel;
  end
  always_ff @(posedge clk or negedge resetb) begin
    if (~resetb) period_count <= 8'b0;
    else if (quadrant_cs == IDLE | en_adrr_count) period_count <= 8'b0;
    else period_count <= period_count + 1'b1;
  end
  assign keep_counting = quadrant_cs == quadrant_ns;
  always_ff @(posedge clk or negedge resetb) begin
    if (~resetb) address <= 8'b0;
    else if (quadrant_cs == IDLE) address <= 8'b0;
    else if (en_adrr_count & keep_counting) begin
      if (count_down) address <= address - 1'b1;
      else address <= address + 1'b1;
    end
  end
  sin_lut lut1 (
      .address(address),
      .dout(dout)
  );
  assign sin_out = sign ? {1'b1, ~dout} + 1'b1 : {1'b0, dout};
endmodule
module sin_lut(
	input logic [7:0]  address,
	output logic [7:0] dout
);
logic [7:0] mem_reg [255:0];
assign dout = mem_reg[address];
assign  mem_reg[0]  = 8'd0; 
assign  mem_reg[1]  = 8'd1; 
assign  mem_reg[2]  = 8'd3; 
assign  mem_reg[3]  = 8'd4; 
assign  mem_reg[4]  = 8'd6; 
assign  mem_reg[5]  = 8'd7; 
assign  mem_reg[6]  = 8'd9; 
assign  mem_reg[7]  = 8'd10; 
assign  mem_reg[8]  = 8'd12; 
assign  mem_reg[9]  = 8'd14; 
assign  mem_reg[10] = 8'd15; 
assign  mem_reg[11] = 8'd17; 
assign  mem_reg[12] = 8'd18; 
assign  mem_reg[13] = 8'd20; 
assign  mem_reg[14] = 8'd21; 
assign  mem_reg[15] = 8'd23; 
assign  mem_reg[16] = 8'd25; 
assign  mem_reg[17] = 8'd26; 
assign  mem_reg[18] = 8'd28; 
assign  mem_reg[19] = 8'd29; 
assign  mem_reg[20] = 8'd31; 
assign  mem_reg[21] = 8'd32; 
assign  mem_reg[22] = 8'd34; 
assign  mem_reg[23] = 8'd36; 
assign  mem_reg[24] = 8'd37; 
assign  mem_reg[25] = 8'd39; 
assign  mem_reg[26] = 8'd40; 
assign  mem_reg[27] = 8'd42; 
assign  mem_reg[28] = 8'd43; 
assign  mem_reg[29] = 8'd45; 
assign  mem_reg[30] = 8'd46; 
assign  mem_reg[31] = 8'd48; 
assign  mem_reg[32] = 8'd49; 
assign  mem_reg[33] = 8'd51; 
assign  mem_reg[34] = 8'd53; 
assign  mem_reg[35] = 8'd54; 
assign  mem_reg[36] = 8'd56; 
assign  mem_reg[37] = 8'd57; 
assign  mem_reg[38] = 8'd59; 
assign  mem_reg[39] = 8'd60; 
assign  mem_reg[40] = 8'd62; 
assign  mem_reg[41] = 8'd63; 
assign  mem_reg[42] = 8'd65; 
assign  mem_reg[43] = 8'd66; 
assign  mem_reg[44] = 8'd68; 
assign  mem_reg[45] = 8'd69; 
assign  mem_reg[46] = 8'd71; 
assign  mem_reg[47] = 8'd72; 
assign  mem_reg[48] = 8'd74; 
assign  mem_reg[49] = 8'd75; 
assign  mem_reg[50] = 8'd77; 
assign  mem_reg[51] = 8'd78; 
assign  mem_reg[52] = 8'd80; 
assign  mem_reg[53] = 8'd81; 
assign  mem_reg[54] = 8'd83; 
assign  mem_reg[55] = 8'd84; 
assign  mem_reg[56] = 8'd86; 
assign  mem_reg[57] = 8'd87; 
assign  mem_reg[58] = 8'd89; 
assign  mem_reg[59] = 8'd90; 
assign  mem_reg[60] = 8'd92; 
assign  mem_reg[61] = 8'd93; 
assign  mem_reg[62] = 8'd95; 
assign  mem_reg[63] = 8'd96; 
assign  mem_reg[64] = 8'd97; 
assign  mem_reg[65] = 8'd99; 
assign  mem_reg[66] = 8'd100; 
assign  mem_reg[67] = 8'd102; 
assign  mem_reg[68] = 8'd103; 
assign  mem_reg[69] = 8'd105; 
assign  mem_reg[70] = 8'd106; 
assign  mem_reg[71] = 8'd108; 
assign  mem_reg[72] = 8'd109; 
assign  mem_reg[73] = 8'd110; 
assign  mem_reg[74] = 8'd112; 
assign  mem_reg[75] = 8'd113; 
assign  mem_reg[76] = 8'd115; 
assign  mem_reg[77] = 8'd116; 
assign  mem_reg[78] = 8'd117; 
assign  mem_reg[79] = 8'd119; 
assign  mem_reg[80] = 8'd120; 
assign  mem_reg[81] = 8'd122; 
assign  mem_reg[82] = 8'd123; 
assign  mem_reg[83] = 8'd124; 
assign  mem_reg[84] = 8'd126; 
assign  mem_reg[85] = 8'd127; 
assign  mem_reg[86] = 8'd128; 
assign  mem_reg[87] = 8'd130; 
assign  mem_reg[88] = 8'd131; 
assign  mem_reg[89] = 8'd132; 
assign  mem_reg[90] = 8'd134; 
assign  mem_reg[91] = 8'd135; 
assign  mem_reg[92] = 8'd136; 
assign  mem_reg[93] = 8'd138; 
assign  mem_reg[94] = 8'd139; 
assign  mem_reg[95] = 8'd140; 
assign  mem_reg[96] = 8'd142; 
assign  mem_reg[97] = 8'd143; 
assign  mem_reg[98] = 8'd144; 
assign  mem_reg[99] = 8'd146; 
assign  mem_reg[100]= 8'd147; 
assign  mem_reg[101]= 8'd148; 
assign  mem_reg[102]= 8'd149; 
assign  mem_reg[103]= 8'd151; 
assign  mem_reg[104]= 8'd152; 
assign  mem_reg[105]= 8'd153; 
assign  mem_reg[106]= 8'd154; 
assign  mem_reg[107]= 8'd156; 
assign  mem_reg[108]= 8'd157; 
assign  mem_reg[109]= 8'd158; 
assign  mem_reg[110]= 8'd159; 
assign  mem_reg[111]= 8'd161; 
assign  mem_reg[112]= 8'd162; 
assign  mem_reg[113]= 8'd163; 
assign  mem_reg[114]= 8'd164; 
assign  mem_reg[115]= 8'd165; 
assign  mem_reg[116]= 8'd167; 
assign  mem_reg[117]= 8'd168; 
assign  mem_reg[118]= 8'd169; 
assign  mem_reg[119]= 8'd170; 
assign  mem_reg[120]= 8'd171; 
assign  mem_reg[121]= 8'd172; 
assign  mem_reg[122]= 8'd174; 
assign  mem_reg[123]= 8'd175; 
assign  mem_reg[124]= 8'd176; 
assign  mem_reg[125]= 8'd177; 
assign  mem_reg[126]= 8'd178; 
assign  mem_reg[127]= 8'd179; 
assign  mem_reg[128]= 8'd180; 
assign  mem_reg[129]= 8'd181; 
assign  mem_reg[130]= 8'd183; 
assign  mem_reg[131]= 8'd184; 
assign  mem_reg[132]= 8'd185; 
assign  mem_reg[133]= 8'd186; 
assign  mem_reg[134]= 8'd187; 
assign  mem_reg[135]= 8'd188; 
assign  mem_reg[136]= 8'd189; 
assign  mem_reg[137]= 8'd190; 
assign  mem_reg[138]= 8'd191; 
assign  mem_reg[139]= 8'd192; 
assign  mem_reg[140]= 8'd193; 
assign  mem_reg[141]= 8'd194; 
assign  mem_reg[142]= 8'd195; 
assign  mem_reg[143]= 8'd196; 
assign  mem_reg[144]= 8'd197; 
assign  mem_reg[145]= 8'd198; 
assign  mem_reg[146]= 8'd199; 
assign  mem_reg[147]= 8'd200; 
assign  mem_reg[148]= 8'd201; 
assign  mem_reg[149]= 8'd202; 
assign  mem_reg[150]= 8'd203; 
assign  mem_reg[151]= 8'd204; 
assign  mem_reg[152]= 8'd205; 
assign  mem_reg[153]= 8'd206; 
assign  mem_reg[154]= 8'd207; 
assign  mem_reg[155]= 8'd208; 
assign  mem_reg[156]= 8'd209; 
assign  mem_reg[157]= 8'd209; 
assign  mem_reg[158]= 8'd210; 
assign  mem_reg[159]= 8'd211; 
assign  mem_reg[160]= 8'd212; 
assign  mem_reg[161]= 8'd213; 
assign  mem_reg[162]= 8'd214; 
assign  mem_reg[163]= 8'd215; 
assign  mem_reg[164]= 8'd215; 
assign  mem_reg[165]= 8'd216; 
assign  mem_reg[166]= 8'd217; 
assign  mem_reg[167]= 8'd218; 
assign  mem_reg[168]= 8'd219; 
assign  mem_reg[169]= 8'd220; 
assign  mem_reg[170]= 8'd220; 
assign  mem_reg[171]= 8'd221; 
assign  mem_reg[172]= 8'd222; 
assign  mem_reg[173]= 8'd223; 
assign  mem_reg[174]= 8'd223; 
assign  mem_reg[175]= 8'd224; 
assign  mem_reg[176]= 8'd225; 
assign  mem_reg[177]= 8'd226; 
assign  mem_reg[178]= 8'd226; 
assign  mem_reg[179]= 8'd227; 
assign  mem_reg[180]= 8'd228; 
assign  mem_reg[181]= 8'd228; 
assign  mem_reg[182]= 8'd229; 
assign  mem_reg[183]= 8'd230; 
assign  mem_reg[184]= 8'd230; 
assign  mem_reg[185]= 8'd231; 
assign  mem_reg[186]= 8'd232; 
assign  mem_reg[187]= 8'd232; 
assign  mem_reg[188]= 8'd233; 
assign  mem_reg[189]= 8'd234; 
assign  mem_reg[190]= 8'd234; 
assign  mem_reg[191]= 8'd235; 
assign  mem_reg[192]= 8'd236; 
assign  mem_reg[193]= 8'd236; 
assign  mem_reg[194]= 8'd237; 
assign  mem_reg[195]= 8'd237; 
assign  mem_reg[196]= 8'd238; 
assign  mem_reg[197]= 8'd238; 
assign  mem_reg[198]= 8'd239; 
assign  mem_reg[199]= 8'd239; 
assign  mem_reg[200]= 8'd240; 
assign  mem_reg[201]= 8'd241; 
assign  mem_reg[202]= 8'd241; 
assign  mem_reg[203]= 8'd242; 
assign  mem_reg[204]= 8'd242; 
assign  mem_reg[205]= 8'd243; 
assign  mem_reg[206]= 8'd243; 
assign  mem_reg[207]= 8'd243; 
assign  mem_reg[208]= 8'd244; 
assign  mem_reg[209]= 8'd244; 
assign  mem_reg[210]= 8'd245; 
assign  mem_reg[211]= 8'd245; 
assign  mem_reg[212]= 8'd246; 
assign  mem_reg[213]= 8'd246; 
assign  mem_reg[214]= 8'd246; 
assign  mem_reg[215]= 8'd247; 
assign  mem_reg[216]= 8'd247; 
assign  mem_reg[217]= 8'd248; 
assign  mem_reg[218]= 8'd248; 
assign  mem_reg[219]= 8'd248; 
assign  mem_reg[220]= 8'd249; 
assign  mem_reg[221]= 8'd249; 
assign  mem_reg[222]= 8'd249; 
assign  mem_reg[223]= 8'd250; 
assign  mem_reg[224]= 8'd250; 
assign  mem_reg[225]= 8'd250; 
assign  mem_reg[226]= 8'd250; 
assign  mem_reg[227]= 8'd251; 
assign  mem_reg[228]= 8'd251; 
assign  mem_reg[229]= 8'd251; 
assign  mem_reg[230]= 8'd251; 
assign  mem_reg[231]= 8'd252; 
assign  mem_reg[232]= 8'd252; 
assign  mem_reg[233]= 8'd252; 
assign  mem_reg[234]= 8'd252; 
assign  mem_reg[235]= 8'd253; 
assign  mem_reg[236]= 8'd253; 
assign  mem_reg[237]= 8'd253; 
assign  mem_reg[238]= 8'd253; 
assign  mem_reg[239]= 8'd253; 
assign  mem_reg[240]= 8'd253; 
assign  mem_reg[241]= 8'd254; 
assign  mem_reg[242]= 8'd254; 
assign  mem_reg[243]= 8'd254; 
assign  mem_reg[244]= 8'd254; 
assign  mem_reg[245]= 8'd254; 
assign  mem_reg[246]= 8'd254; 
assign  mem_reg[247]= 8'd254; 
assign  mem_reg[248]= 8'd254; 
assign  mem_reg[249]= 8'd254; 
assign  mem_reg[250]= 8'd254; 
assign  mem_reg[251]= 8'd254; 
assign  mem_reg[252]= 8'd254; 
assign  mem_reg[253]= 8'd254; 
assign  mem_reg[254]= 8'd254; 
assign  mem_reg[255]= 8'd255;
endmodule 
==> ds_physical_params.txt <==
Summary of implementation characteristics

Parameter                              Value

Synth
  Most used standard cell by instance count after synthesis .................. sky130_fd_sc_hd__nor2_1
  List of most frequent post-synthesis cells .................. sky130_fd_sc_hd__nor2_1, sky130_fd_sc_hd__nand2_1, sky130_fd_sc_hd__o21ai_0
  Yosys warns .................. 3
  Cell total in the yosys stat output .................. 586
  Gate Count Post-Synth .................. 586
  Biggest area contributors in the synthesized netlist .................. sky130_fd_sc_hd__dfrtp_1, sky130_fd_sc_hd__o21ai_0, sky130_fd_sc_hd__a21oi_1
  Total cell area reported by yosys after synthesis .................. 0.00408 mm^2
  Async S/R FF share, synth .................. 100%
  Count of distinct cell types in the synthesized netlist .................. 76
  Syn avg cell area .................. 6.96 um^2
  Dominant synthesized flop cell .................. sky130_fd_sc_hd__dfrtp_1
  Post-synth tally of flip-flops with integrated enable .................. 0
  Flops & latches, synth .................. 27
  Cell type with the largest total area .................. sky130_fd_sc_hd__dfrtp_1
  Netlist Area Pre-Place .................. 0.00408 mm^2
  Register share after synthesis .................. 16.6%
  Fraction of synthesized cell area taken by the top area cell type .................. 16.6%

Setup path
  Critical Setup Path Class .................. register to primary output
  Crit Reg-Reg Startpoint .................. address[2]
  CP startpoint kind .................. register
  Worst Path Buf+Inv .................. 5
  Kind of end point of the critical path .................. primary output
  Critical-path cell with the highest stage delay .................. sky130_fd_sc_hd__or4_1
  Crit path max fanout .................. 29
  Biggest cell delay along the critical path .................. 560 ps
  Cells traversed along the worst timing path .................. inv_1 -> ha_1 -> buf_4 -> nor3_2 -> o22ai_1 -> o31a_1 -> a221oi_1 -> o21ai_0 -> or4_1 -> inv_1 -> ha_1 -> inv_1 -> nor3_1 -> a31oi_1 -> xor2_1 -> clkdlybuf4s50_1
  Worst Path Required .................. 5600 ps
  Critical Path Start .................. address[0]
  Most common cell on crit path .................. sky130_fd_sc_hd__inv_1
  Worst EP arrival .................. 5040 ps
  Family of cells with the greatest summed delay on the critical path .................. simple AND/OR/NAND/NOR gates

Layout
  Share of post-route cells with drive strength above 1 .................. 8.28%
  Area growth from synthesis to layout .................. 6.75%

Clocking
  H-tree levels .................. 1
  Clock tree from TritonCTS .................. yes
  Setup bufs post-CTS .................. 0
  Clock network latency to the later pin of the worst-skew pair .................. 270 ps
  Post-cts resize count .................. 0
  Clock-pin slew on the worst setup and hold paths .................. 90 ps
  Cell at the root of the clock tree .................. sky130_fd_sc_hd__clkbuf_8
  Total of hold buffers inserted after clock tree synthesis .................. 0
  Clock buffer count from CTS .................. 3
  Buffer levels on the longest clock path .................. 2
  TritonCTS Sinks .................. 27

Route
  Initial detailed-routing violation count .................. 684
  Final antenna diode count .................. 0
  Wire per inst .................. 25.0 um
  Total number of vias .................. 4,937
  Final antenna-violating net count .................. 0
  Final Routed Wirelength .................. 17,100 um
  DRC viols .................. 0
  Average via count per standard cell .................. 7.24
  Number of optimization iterations in the first detailed-route pass .................. 5

Floorplan
  Horizontal extent of the die .................. 92.3 um
  Number of ports placed on the die boundary .................. 20
  Die Y .................. 92.3 um
  Standard cell core area .................. 0.00781 mm^2
  Pre-Place Util .................. 52.3%
  DIE AREA .................. 0.00853 mm^2
  Row count .................. 32

Power
  Sw Ratio .................. 53.6%
  Net switching power .................. 487 uW
  Max IR drop VDD .................. 0.202 mV
  Power share of the sequential group .................. 25.0%
  Static leakage .................. 0.00159 uW
  Part of the total power dissipated in combinational logic .................. 65.5%
  Power share of the clock group .................. 9.5%
  Overall power after layout .................. 909 uW
  Areal power density over the cells .................. 209 mW/mm^2
  Pint .................. 422 uW

GRT
  Antenna violations before repair .................. 0
  Total global routing track utilization .................. 42.4%
  Largest net degree at the start of global routing .................. 37
  First-pass GRT wire length .................. 26,700 um
  Remaining global-route overflow .................. 0
  Number of global-route vias before repair .................. 4,755

Final timing
  RSZ-0062 raised after global routing .................. false
  Number of hold violations in the final report .................. 0
  Final-layout setup total negative slack .................. 0 ps
  Pin slew with the least headroom to its limit .................. 864 ps
  Number of setup violations in the final report .................. 0
  Highest clock frequency the design can meet .................. 155 MHz
  Fin crit share .................. 91.9%
  Normalized max-slew margin .................. 42.4%
  Min Tclk post-route .................. 6440 ps
  Number of pins exceeding their max-slew limit in the final report .................. 0
  Clock Skew .................. 5.74 ps

Job
  Number of warning messages in the logs .................. 32
  Maximum Capacitance Violations .................. 0

Placement
  Detailed placement HPWL .................. 12,200 um
  Placer's final routability congestion estimate .................. 1.14
  Count of input and output buffers .................. 19

Hold path
  Type of the tightest min-delay check .................. register to register
  Hold wc startpoint .................. curr_period[4]

Status
  Result of the run .................. complete, no violations
path summary, 6_finish.rpt:
path | to | slack (ps) | cells past startpoint
min | curr_period[4] | 540 | 1
min reg2reg | curr_period[4] | 540 | 1
max reg2reg | address[7] | 3880 | 10
max | sin_out[6] | 560 | 16
max in group asynchronous | address[7] | 5230 | 2
min in group asynchronous | curr_period[7] | 1500 | 2
flip-flops by register name, summed over array words and instances (netlist names):
signal	flops
curr_period	8
quadrant_cs	3
period_count	8
address	8
layout make-up:
type	count	area, um^2
clock buffers	3	41.3
well taps	102	128
fillers	731	3450
flip-flops and latches	27	676
clock inverters	1	7.51
inverters	18	67.6
multi-input cells	491	3090
repair buffers	40	348
routing by layer:
layer	GRT usage, %	routed length [um]	part of all wire, %	vias up
met5	0	0	0	-
met4	23.2	1190	7.0	0
met3	7.94	2020	12	107
met2	63.0	7300	43	392
met1	59.0	6540	38	2228
li1	-	-	-	2210
power by group through the flow:
stage | logic (uW) | registers [uW] | clock network, uW
6_report | 595 | 227 | 86.3
5_1_grt | 639 | 233 | 93.2
4_1_cts | 565 | 226 | 90.3
logic make-up after synthesis:
group           Yosys count  share of synthesized area, %
compound gates          201                          33.0
xor+xnor                 30                          6.44
fa+ha+maj                 8                          2.45
buf+inv                  68                          7.76
flops                    27                          16.6
mux                      11                          2.94
simple gates            241                          30.9
metrics by stage:
step / utilization, % / instance area [um^2] / cells / setup slack (ps) / hold WS, ps
after floorplan: - / 4080 / 586 / 2240 / 500
after global placement: 55.2 / 4310 / 678 / 957 / 510
after detailed placement: 55.2 / 4310 / 678 / 987 / 518
after CTS: 55.8 / 4360 / 682 / 676 / 540
after global routing: 55.8 / 4360 / 682 / 293 / 558
final: 55.8 / 4360 / 682 / 564 / 539
layout by cell type (no fill, tap or decap), types with 6 or more instances in the layout:
cell type and count:
sky130_fd_sc_hd__buf_4 21, sky130_fd_sc_hd__a31oi_1 15, sky130_fd_sc_hd__nand2_1 48, sky130_fd_sc_hd__mux2_2 8, sky130_fd_sc_hd__o211ai_1 7, sky130_fd_sc_hd__or3_1 8, sky130_fd_sc_hd__o21ai_1 6, sky130_fd_sc_hd__nor2_1 53
sky130_fd_sc_hd__xnor2_1 11, sky130_fd_sc_hd__dfrtp_1 27, sky130_fd_sc_hd__and3_1 7, sky130_fd_sc_hd__o22ai_1 12, sky130_fd_sc_hd__nand4_1 9, sky130_fd_sc_hd__a22oi_1 7, sky130_fd_sc_hd__nor2b_1 15, sky130_fd_sc_hd__nand3_1 29
sky130_fd_sc_hd__a211oi_1 6, sky130_fd_sc_hd__nor4_1 11, sky130_fd_sc_hd__nor3_1 19, sky130_fd_sc_hd__o21ai_0 42, sky130_fd_sc_hd__o2111ai_1 8, sky130_fd_sc_hd__ha_1 8, sky130_fd_sc_hd__inv_1 17, sky130_fd_sc_hd__a21oi_1 41
sky130_fd_sc_hd__nand2b_1 8, sky130_fd_sc_hd__xor2_1 19, sky130_fd_sc_hd__clkdlybuf4s50_1 19
Power figures rest on the tool's default switching activity, not on a simulated workload.
